===== ./run.sh =====
#!/bin/bash
# OpenROAD 26Q1-2900-gdf79404cd8, Yosys 0.63+post, stock flow scripts
make -C /OpenROAD-flow-scripts/flow DESIGN_CONFIG=/design/flow/config.mk WORK_HOME=/design/flow/orfs finish

===== ./config.mk =====
export PLATFORM = sky130hd
export DESIGN_NAME = hjb_calculator
export DESIGN_NICKNAME = hjb_calculator
export VERILOG_FILES = /design/flow/design.v
export SDC_FILE = /design/flow/constraint.sdc
export NUM_CORES = 4
export LEC_CHECK = 1
export CORE_UTILIZATION = 30

===== ./constraint.sdc =====
current_design hjb_calculator

set clk_period 14.8
set clk_io_pct 0.2

create_clock -name clk0 -period $clk_period [get_ports {clk}]

set non_clock_inputs [all_inputs -no_clocks]
set_input_delay [expr $clk_period * $clk_io_pct] -clock clk0 $non_clock_inputs
set_output_delay [expr $clk_period * $clk_io_pct] -clock clk0 [all_outputs]

===== ./design.v =====
module hjb_calculator (
    input wire clk,
    input wire rst_n,
    input wire [63:0] mid_price,       
    input wire [31:0] inventory,       
    input wire [63:0] volatility,      
    input wire calculate_en,
    output reg [63:0] optimal_bid,     
    output reg [63:0] optimal_ask,     
    output reg calculation_done,
    output reg [31:0] latency_cycles
);
    localparam GAMMA = 32'h3DCCCCCD;   
    localparam K_PARAM = 32'h3FC00000;  
    reg [63:0] reservation_price;
    reg [63:0] spread;
    reg [31:0] cycle_counter;
    reg [2:0] state;
    localparam IDLE = 3'b000;
    localparam CALC_RESERVATION = 3'b001;
    localparam CALC_SPREAD = 3'b010;
    localparam CALC_QUOTES = 3'b011;
    localparam DONE = 3'b100;
    always @(posedge clk or negedge rst_n) begin
        if (!rst_n) begin
            state <= IDLE;
            optimal_bid <= 64'h0;
            optimal_ask <= 64'h0;
            calculation_done <= 1'b0;
            latency_cycles <= 32'h0;
            cycle_counter <= 32'h0;
        end else begin
            case (state)
                IDLE: begin
                    calculation_done <= 1'b0;
                    cycle_counter <= 32'h0;
                    if (calculate_en) begin
                        state <= CALC_RESERVATION;
                        cycle_counter <= cycle_counter + 1;
                    end
                end
                CALC_RESERVATION: begin
                    reservation_price <= mid_price - ({32'h0, inventory} << 10);  
                    state <= CALC_SPREAD;
                    cycle_counter <= cycle_counter + 1;
                end
                CALC_SPREAD: begin
                    spread <= mid_price >> 7;  
                    state <= CALC_QUOTES;
                    cycle_counter <= cycle_counter + 1;
                end
                CALC_QUOTES: begin
                    optimal_bid <= reservation_price - (spread >> 1);
                    optimal_ask <= reservation_price + (spread >> 1);
                    state <= DONE;
                    cycle_counter <= cycle_counter + 1;
                end
                DONE: begin
                    calculation_done <= 1'b1;
                    latency_cycles <= cycle_counter;
                    if (!calculate_en) begin
                        state <= IDLE;
                    end
                end
                default: state <= IDLE;
            endcase
        end
    end
endmodule

==> flow_summary.html <==
<h3>Run summary</h3>
<table>
<tr><th>Metric</th><th>Value</th></tr>
<tr><th colspan="2">Routing</th></tr>
<tr><td>Vias after detailed routing</td><td>17400</td></tr>
<tr><td>Remaining antenna violation count</td><td>0</td></tr>
<tr><td>Routed via count divided by cell count</td><td>5.10</td></tr>
<tr><td>Routed wire length</td><td>65900 um</td></tr>
<tr><td># DRC</td><td>0</td></tr>
<tr><td>Number of optimization iterations in the first detailed-route pass</td><td>6</td></tr>
<tr><td>Drt wl/cell</td><td>19.3 um</td></tr>
<tr><td>Drt first-iter violations</td><td>1288</td></tr>
<tr><td>Antenna Cells</td><td>0</td></tr>
<tr><th colspan="2">Global route</th></tr>
<tr><td>Global-route met3 utilization</td><td>4.99%</td></tr>
<tr><td>Number of global-route vias before repair</td><td>17000</td></tr>
<tr><td>Most Crowded Layer GR</td><td>met1</td></tr>
<tr><td>First-pass GRT wire length</td><td>101000 um</td></tr>
<tr><td>Total GRT Usage</td><td>19.2%</td></tr>
<tr><td>Initial antenna violation count</td><td>0</td></tr>
<tr><td>Total grt overflow</td><td>0</td></tr>
<tr><td>Met2 track demand over resource</td><td>27.9%</td></tr>
<tr><td>Global routing met1 resource utilization</td><td>29.3%</td></tr>
<tr><td>Pin count of the biggest net entering global routing</td><td>75</td></tr>
<tr><th colspan="2">Floorplan</th></tr>
<tr><td>Floorplan Utilization</td><td>30.3%</td></tr>
<tr><td>Number of core rows</td><td>96</td></tr>
<tr><td>Full die area</td><td>70400 um2</td></tr>
<tr><td>Boundary Pins</td><td>324</td></tr>
<tr><td>Overall die height</td><td>265 um</td></tr>
<tr><td>Die outline width</td><td>265 um</td></tr>
<tr><td>Core area</td><td>68600 um2</td></tr>
<tr><th colspan="2">Cells and area</th></tr>
<tr><td>Number of cells in the finished layout apart from fillers</td><td>3420</td></tr>
<tr><td>Synth-to-Final Area Change</td><td>22.6%</td></tr>
<tr><td>Layout cells sized above 1</td><td>7.87%</td></tr>
<tr><td>Number of fillers in the final layout</td><td>6651</td></tr>
<tr><td>Commonest Layout Cell</td><td>clkdlybuf4s50_1</td></tr>
<tr><td>Most frequent cells in the layout</td><td>clkdlybuf4s50_1 (258), a21oi_1 (246), nor2_1 (222)</td></tr>
<tr><th colspan="2">Clock tree</th></tr>
<tr><td>Total clock buffers created by CTS</td><td>35</td></tr>
<tr><td>TritonCTS Sinks</td><td>317</td></tr>
<tr><td>Cell resize tally after clock tree synthesis</td><td>0</td></tr>
<tr><td>Hold bufs inserted after CTS</td><td>0</td></tr>
<tr><td>Maximum clock insertion buffer count</td><td>3</td></tr>
<tr><td>Clk pin slew, worst setup/hold paths</td><td>0.06 ns</td></tr>
<tr><td>Clock Root Buffer</td><td>clkbuf_16</td></tr>
<tr><td>CTS tree</td><td>yes</td></tr>
<tr><td>Post-CTS Setup Inserts</td><td>0</td></tr>
<tr><td>H-tree levels</td><td>2</td></tr>
<tr><td>Clk latency late pin</td><td>0.55 ns</td></tr>
<tr><th colspan="2">Synth</th></tr>
<tr><td>Share of flip-flops with an asynchronous set or reset</td><td>62.1%</td></tr>
<tr><td>Top flip-flop cell by instance count after synthesis</td><td>dfrtp_1</td></tr>
<tr><td>Area of the mapped netlist</td><td>20800 um2</td></tr>
<tr><td>Total of flip-flops plus latches after synthesis</td><td>317</td></tr>
<tr><td>Cell variety after synth</td><td>88</td></tr>
<tr><td>Instance count of the mapped netlist</td><td>2249</td></tr>
<tr><td>EDFF count, synth</td><td>120</td></tr>
<tr><td>Number of cells in Yosys stat</td><td>2249</td></tr>
<tr><td>Yosys Chip Area</td><td>20800 um2</td></tr>
<tr><td>Yosys warns</td><td>1</td></tr>
<tr><td>Sequential-to-total area share from yosys stat</td><td>41.0%</td></tr>
<tr><td>Average cell area after synthesis</td><td>9.25 um2</td></tr>
<tr><th colspan="2">Pwr</th></tr>
<tr><td>Lkg Pwr</td><td>10.4 nW</td></tr>
<tr><td>VDD IR max</td><td>0.0643 mV</td></tr>
<tr><td>Power per Cell Area</td><td>113 nW/um2</td></tr>
<tr><td>Total power after layout</td><td>2.88 mW</td></tr>
<tr><th colspan="2">Job</th></tr>
<tr><td>OpenROAD warning count</td><td>145</td></tr>
<tr><td>Max-cap violations</td><td>0</td></tr>
<tr><th colspan="2">Worst setup path</th></tr>
<tr><td>Max FO, Critical Path</td><td>6</td></tr>
<tr><td>Class of the most critical setup path</td><td>primary input to register</td></tr>
<tr><td>Cell with the largest stage delay on the worst path</td><td>a2111oi_0</td></tr>
<tr><td>CP Data Required Time</td><td>15.08 ns</td></tr>
<tr><td>Category of the worst setup path capture point</td><td>register</td></tr>
<tr><td>Cells traversed along the worst timing path</td><td>clkdlybuf4s50_1 -&gt; inv_1 -&gt; ha_1 -&gt; inv_1 -&gt; fa_1 -&gt; a21oi_1 -&gt; nand4b_1 -&gt; a21oi_1 -&gt; nor2_1 -&gt; a31oi_1 -&gt; a2111oi_0 -&gt; o31ai_1 -&gt; buf_4 -&gt; or2_1 -&gt; nor4_1 -&gt; xor2_1</td></tr>
<tr><td>CP Launch Type</td><td>primary input</td></tr>
<tr><td>Arrival @ worst endpoint</td><td>6.86 ns</td></tr>
<tr><td>CP peak stage delay</td><td>0.71 ns</td></tr>
<tr><th colspan="2">Final timing</th></tr>
<tr><td>Worst rel slew slack</td><td>43.6%</td></tr>
<tr><td>Final critical path time including I/O delays and setup</td><td>6.58 ns</td></tr>
<tr><td>Hold violation total from the final report</td><td>0</td></tr>
<tr><td>Largest clock skew in the final design</td><td>0.0154 ns</td></tr>
<tr><td>Worst hold slack across all endpoints</td><td>0.487 ns</td></tr>
<tr><td>Setup repair after global routing missed its margin</td><td>false</td></tr>
<tr><td>Final setup fails</td><td>0</td></tr>
<tr><td>Achievable clock frequency</td><td>152 MHz</td></tr>
<tr><td>Setup TNS</td><td>0 ns</td></tr>
<tr><td>Actual slew at the worst max-slew pin</td><td>0.838 ns</td></tr>
<tr><td>Final tally of max-slew violations</td><td>0</td></tr>
<tr><td>Final period util</td><td>44.4%</td></tr>
<tr><th colspan="2">Outcome</th></tr>
<tr><td>Result of the run</td><td>completed</td></tr>
<tr><th colspan="2">Min path</th></tr>
<tr><td>HP Class</td><td>register to register</td></tr>
<tr><th colspan="2">Placement</th></tr>
<tr><td>Final RePlAce weighted congestion</td><td>0.944</td></tr>
<tr><td>Number of buffer cells added on primary ports</td><td>259</td></tr>
<tr><td>DP HPWL</td><td>52400 um</td></tr>
<tr><td>Count of placed standard cells including taps</td><td>3357</td></tr>
</table>
[stage by stage]
| stage | util (%) | instance area [um2] | worst slack, ns |
|---|---|---|---|
| floorplan | - | 20800 | 9.05 |
| global placement | 35.4 | 24300 | 7.64 |
| detailed placement | 35.4 | 24300 | 7.67 |
| CTS | 37.2 | 25500 | 8.23 |
| global route | 37.2 | 25500 | 7.91 |
| finish | 37.2 | 25500 | 8.22 |
[layer usage]
metal / wire length [um] / vias up
li1: - / 8487
met1: 30600 / 8294
met2: 28500 / 583
met3: 5150 / 82
met4: 1610 / 0
met5: 0 / -
[where the power goes]
part	internal (mW)	total, mW	leakage (nW)	switching, mW
registers	1.08	1.19	3.49	0.105
clock network	0.544	0.909	0.582	0.365
logic	0.452	0.785	6.31	0.332
[sequential cells by signal (all words and copies together), names as in the netlist]
signal,flops
calculation_done,1
cycle_counter,32
latency_cycles,32
optimal_ask,64
optimal_bid,63
reservation_price,64
spread,56
state,5
[path summary, 6_finish.rpt]
| kind | from | endpoint | slack [ns] | depth (start not counted) |
|---|---|---|---|---|
| max | mid_price[10] | reservation_price[60] | 8.22 | 16 |
| min | optimal_bid[46] | optimal_bid[46] | 0.49 | 2 |
| max reg2reg | reservation_price[14] | optimal_ask[58] | 10.78 | 10 |
| min reg2reg | optimal_bid[46] | optimal_bid[46] | 0.49 | 2 |
| max in group asynchronous | rst_n | optimal_bid[52] | 10.60 | 3 |
| min in group asynchronous | rst_n | optimal_ask[35] | 2.43 | 1 |
[final cells by class]
class                           count  area (um2)  share of cell area, %
Clock buffer                       42         976                   3.83
Clock inverter                     21         231                  0.907
Inverter                          171         642                   2.52
Multi-Input combinational cell   1662       11200                   44.0
Sequential cell                   317        8540                   33.5
Tap cell                          931        1160                   4.57
Timing Repair Buffer              276        2720                   10.7
[worst max-delay path: cells and delay by family]
family / cells / cell delay [ns]
xor+xnor: 1 / 0.10
compound gates: 5 / 1.48
fa+ha+maj: 2 / 0.58
simple gates: 4 / 0.88
buf+inv: 4 / 0.84
[logic make-up (layout without fill, tap and decap cells)]
| group | Yosys count | after routing | synth area share [%] |
|---|---|---|---|
| and+or+nand+nor | 637 | 637 | 14.8 |
| AOI/OAI and AO/OA | 629 | 629 | 18.7 |
| DFF | 317 | 317 | 41.0 |
| buffers and inverters | 270 | 510 | 5.08 |
| xor gates and xnor gates | 159 | 159 | 6.69 |
| adders and majority gates | 148 | 148 | 9.01 |
| muxes | 89 | 89 | 4.79 |
[cell usage after synthesis, types with 34 or more instances]
master | number | share of area, %
inv_1 | 163 | 2.9
nand4_1 | 38 | 1.1
ha_1 | 145 | 8.7
nand2_1 | 127 | 2.3
mux2_2 | 84 | 4.5
xor2_1 | 38 | 1.6
o21bai_1 | 34 | 1.2
nor2_1 | 222 | 4.0
nor3_1 | 46 | 1.1
clkbuf_1 | 65 | 1.2
a21oi_1 | 246 | 5.9
edfxtp_1 | 120 | 17
a21o_1 | 43 | 1.6
dfrtp_1 | 196 | 24
o21ai_0 | 120 | 2.9
xnor2_1 | 121 | 5.1
nand3_1 | 44 | 1.1
Power is estimated from default activity; no workload was simulated.
